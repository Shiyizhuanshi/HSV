==> flow/design.v <==
module add3_ge5(iW,oA);
 input [3:0] iW; 
 output reg [3:0] oA;  
	always @ (iW)
		case (iW) 
			4'b0000: oA <= 4'b0000; 
			4'b0001: oA <= 4'b0001; 
			4'b0010: oA <= 4'b0010; 
			4'b0011: oA <= 4'b0011; 
			4'b0100: oA <= 4'b0100;
			4'b0101: oA <= 4'b1000; 
			4'b0110: oA <= 4'b1001; 
			4'b0111: oA <= 4'b1010; 
			4'b1000: oA <= 4'b1011; 
			4'b1001: oA <= 4'b1100;
			4'b1010: oA <= 4'b1101;	
			4'b1011: oA <= 4'b1110;	
			4'b1100: oA <= 4'b1111;	
			default: oA <= 4'b0000;
		endcase 
endmodule
module bin2bcd_10 (B, BCD_0, BCD_1, BCD_2, BCD_3);
	input [9:0]	B;		 
	output [3:0]	BCD_0, BCD_1, BCD_2, BCD_3;    
	wire [3:0]	w1,w2,w3,w4,w5,w6,w7,w8,w9,w10,w11,w12;
	wire [3:0]	a1,a2,a3,a4,a5,a6,a7,a8,a9,a10,a11,a12;
	add3_ge5 A1 (w1,a1);
	add3_ge5 A2 (w2,a2);
	add3_ge5 A3 (w3,a3);
	add3_ge5 A4 (w4,a4);
	add3_ge5 A5 (w5,a5);
	add3_ge5 A6 (w6,a6);
	add3_ge5 A7 (w7,a7);
	add3_ge5 A8 (w8,a8);
	add3_ge5 A9 (w9,a9);
	add3_ge5 A10 (w10,a10);
	add3_ge5 A11 (w11,a11);
	add3_ge5 A12 (w12,a12);
	assign  w1 = {1'b0, B[9:7]};		
	assign  w2 = {a1[2:0], B[6]};
	assign  w3 = {a2[2:0], B[5]};
	assign  w4 = {1'b0, a1[3], a2[3], a3[3]};
	assign  w5 = {a3[2:0], B[4]};
	assign  w6 = {a4[2:0], a5[3]};
	assign  w7 = {a5[2:0], B[3]};
	assign  w8 = {a6[2:0], a7[3]};
	assign  w9 = {a7[2:0], B[2]};
	assign  w10 = {1'b0, a4[3], a6[3], a8[3]};
	assign  w11 = {a8[2:0], a9[3]};
	assign  w12 = {a9[2:0], B[1]};
	assign BCD_0 = {a12[2:0],B[0]};
	assign BCD_1 = {a11[2:0],a12[3]};
	assign BCD_2 = {a10[2:0],a11[3]};
	assign BCD_3 = {3'b0,a10[3]};
endmodule
==> flow/run.sh <==
#!/bin/bash
# OpenROAD 26Q1-2900-gdf79404cd8, Yosys 0.63+post, stock flow scripts
make -C /OpenROAD-flow-scripts/flow DESIGN_CONFIG=/design/flow/config.mk WORK_HOME=/design/flow/orfs finish
==> flow/config.mk <==
export PLATFORM = sky130hd
export DESIGN_NAME = bin2bcd_10
export DESIGN_NICKNAME = bin2bcd_10
export VERILOG_FILES = /design/flow/design.v
export SDC_FILE = /design/flow/constraint.sdc
export NUM_CORES = 4
export LEC_CHECK = 1
export CORE_AREA = 10 10 76 76
export DIE_AREA = 0 0 86 86
==> flow/constraint.sdc <==
current_design bin2bcd_10

set clk_period 9.7
set clk_io_pct 0.2

create_clock -name clk0 -period $clk_period

set non_clock_inputs [all_inputs -no_clocks]
set_input_delay [expr $clk_period * $clk_io_pct] -clock clk0 $non_clock_inputs
set_output_delay [expr $clk_period * $clk_io_pct] -clock clk0 [all_outputs]
==> deck_impl_summary.md <==
Flow Results at a Glance

Run status
  – Outcome: completed

Global routing
  – Vias in the first global route: roughly 1,700
  – Total Routing Usage GR: 0.1161
  – Largest net degree at the start of global routing: 14
  – Global-route wire length before repair: between 7000 and 8000 um
  – Initial antenna violation count: 0
  – Overflow left after global routing: 0

Power and ir drop
  – Flop pwr share: 0
  – Static leakage: 0.0009840 uW
  – Clock network fraction of total power: 0
  – Internal Pwr Total: around 190 uW
  – Pwr Density: ~160 nW/um^2
  – Logic pwr share: 1.000
  – Worst vdd ir: around 0.000075 V
  – Psw: between 150 and 200 uW
  – Switching Share: 0.4884

Routing
  – TritonRoute pass-1 iters: 4
  – Total number of vias: approximately 1,800
  – DRT iter0 DRCs: roughly 70
  – Total wire length: roughly 4400 um
  – DRC Markers: 0
  – Number of diodes: 0
  – Routed wire length per instance: 13.32 um
  – Vias per std cell: between 5 and 6
  – ANT nets after route: 0

STA
  – Slew margin rel.: 0.5543
  – Fin. Hold Viols: 0
  – Final Critical Period: about 9.3 ns
  – Final period utilization: 0.9610
  – Fmax: around 110 MHz
  – Final Hold Slack: just under 4 ns
  – Slew @ Worst Pin: 0.6672 ns
  – Fin. max-slew vios: 0
  – Final setup viols: 0

Worst setup path
  – Worst Setup Start Kind: primary input
  – CP Max Fanout: 7
  – Arrival time worst endpoint: 7.38 ns
  – CP required: a little under 8 ns
  – Setup crit end kind: primary output
  – Crit path kind: primary input to primary output

Floorplan
  – Chip Area: roughly 7400 um^2
  – Core area: 4115 um^2
  – Std cell rows: 23
  – Die W: between 80 and 90 um
  – Die height: approximately 86 um
  – Fp_density: 0.4697
  – Top Ports: 26

Yosys
  – Cell variety after synth: 69
  – Yosys simple share: 0.2117
  – Yosys top cell by area: ha_1
  – Mux frac, synth: 0.1236
  – Dominant cell area share: 0.2136
  – Synthesis Warnings: 1
  – Cells after synthesis: approximately 250
  – Yosys stat chip area: around 1900 um^2
  – Adder share: 0.2136
  – Seq share, synth: 0
  – XOR/XNOR Area Share: 0.02265
  – Area of the mapped netlist: 1933 um^2
  – Post-Syn Area per Cell: 7.763 um^2
  – Top cells by area: ha_1 (21%), inv_1 (4.3%), nor2_1 (4.3%)
  – Top logic family: AND-OR/OR-AND gates
  – Ys cells: between 200 and 250
  – Ao+oa area frac: 0.3327

Run
  – Log Warnings: ~56
  – Max-capacitance violation count: 0

Min path
  – Worst min-delay path category: primary input to primary output

Finish
  – Layout clock buffer count: 0
  – Post-Layout Cell Count: roughly 330
  – Synth-to-layout area growth: 19.87%
  – Seq cells: 0
  – FF+latch area: 0 um^2
  – Fillers: roughly 380
  – Util after Layout: 0.5631
  – Proportion of layout cells with a drive suffix above 1: 0.2022

Placed design
  – Placed insts: 319
  – HPWL after DPL: between 3000 and 4000 um
  – IO buf count: 21
  – Final weighted congestion in routability-driven placement: around 0.86

Clock tree
  – CTS Hold Bufs: 0
==> worst max-delay path, stage by stage <==
cell,delay [ns]
clkdlybuf4s50_1,0.47
and2b_2,0.28
nand2_1,0.08
o21ai_0,0.14
ha_1,0.32
nand2b_1,0.13
a211o_1,0.35
nand2_1,0.08
a21oi_1,0.06
a31o_2,0.25
inv_1,0.08
ha_2,0.23
mux2i_1,0.10
a21oi_2,0.19
inv_1,0.08
ha_2,0.23
and2_1,0.15
o31a_1,0.29
ha_1,0.29
inv_1,0.04
a222oi_1,0.41
mux2i_1,0.26
or3_1,0.35
o21ai_0,0.07
clkdlybuf4s50_1,0.49
==> cells in the mapped netlist (all sizes together) (2+ instances only) <==
cell type,n
and2,5
o31ai,2
buf,8
nor3,2
a222oi,2
o21bai,2
nand3,5
a311o,2
clkbuf,4
a31oi,2
o221ai,2
a32oi,2
nor2,22
ha,33
o21a,5
a21oi,15
xnor2,4
a221oi,2
o22a,4
a211oi,9
inv,22
o21ai,13
nor3b,3
mux2i,10
mux2,6
a221o,2
nand2,21
or3,5
o22ai,3
and3,2
nand2b,3
or2b,2
a2111oi,3
==> kinds of logic (layout without fill, tap and decap cells) <==
kind of cell             Yosys count  after routing
AND-OR/OR-AND                     80             80
buffers and inverters             34             60
XOR/XNOR                           5              5
adder cells (fa/ha/maj)           33             33
other                              1              3
AND/OR/NAND/NOR                   79             79
multiplexers                      17             17
==> repair_timing <==
action,4_1_cts,5_1_grt
setup buffers,0,8
gates resized,0,17
setup endpoints to repair,0,10
==> final cells by class <==
type / instances / area (um^2) / share of cell area
Tap cell: 50 / 62.56 / 0.02700
Inverter: 22 / 82.58 / 0.03564
Multi-Input combinational cell: 217 / 1834 / 0.7916
Timing Repair Buffer: 38 / 337.8 / 0.1458
==> worst paths after layout <==
| check | slack, ns | cells after the start | end | from |
|---|---|---|---|---|
| setup / recovery | 0.38 | 25 | BCD_0[3] | B[7] |
| hold / removal | 3.88 | 0 | BCD_0[0] | B[0] |
==> power by group through the flow <==
stage                 Sequential, uW  Clock (uW)  Combinational [uW]
after CTS                          0           0                 346
after global routing               0           0                 414
final                              0           0                 366
==> placed cells by master, fill, tap and decap left out, types with 2 or more instances in the layout <==
cell             netlist  layout
ha_2                   0       4
nor2_1                22      22
a21oi_1               14      13
and3_1                 2       2
and2_1                 5       5
buf_4                  5      17
o21bai_1               2       2
or3_1                  5       5
nor3b_1                3       3
nand2b_1               3       3
nand2_1               21      21
a31oi_1                2       2
clkdlybuf4s50_1        0      21
a211oi_2               3       3
o21ai_0               13      11
a211oi_1               6       5
mux2_4                 2       2
ha_1                  33      29
mux2i_4                3       3
a311o_1                2       2
o22ai_1                3       2
mux2i_1                6       5
mux2i_2                1       2
nor3_1                 2       2
xnor2_1                4       3
nand3_1                5       5
o31ai_1                2       2
inv_1                 22      22
a221o_1                2       2
o21a_1                 5       5
mux2_2                 4       4
a222oi_1               2       2
conb_1                 1       3
o22a_1                 3       3
o21ai_1                0       2
==> per-stage QoR <==
stage | area [um^2] | worst slack, ns | power (uW) | TNS (ns)
2_1_floorplan | 1941 | 1.336 | 234.6 | 0
3_3_place_gp | 2182 | 0.2451 | 345.6 | 0
3_5_place_dp | 2182 | 0.2195 | 342.7 | 0
4_1_cts | 2182 | 0.1932 | 345.7 | 0
5_1_grt | 2317 | -0.01925 | 414.0 | -0.01925
6_report | 2317 | 0.3784 | 365.7 | 0
==> layer usage <==
metal | track usage | vias up | wire length, um
met5 | 0 | - | 0
met4 | 0 | 0 | 0
met3 | 0.009533 | 0 | 113
met2 | 0.1819 | 12 | 1871
met1 | 0.1773 | 830 | 2370
li1 | - | 985 | -
Power and IR drop assume default switching activity.
