==> flow/design.v <==
module multiplier (
	    input rst,
      input clk,
      input [7:0] in1,
      input [7:0] in2,
      output [15:0] out
      );
  reg [3:0]  stage = 0;
  reg [15:0] accumulator = 0;
  reg [7:0]  in1_shifted = 0;
  reg [15:0] in2_shifted = 0;
  always @(posedge clk) 
    if (rst || stage == 9)
      stage <= 0;
    else
      stage <= stage + 1;
  always @(posedge clk) 
    if (rst) begin
	    in1_shifted <= 0;
	    in2_shifted <= 0;
    end 
    else if (stage == 0) begin
      in1_shifted <= in1;
      in2_shifted <= in2;
    end
    else begin
      in1_shifted <= in1_shifted >> 1;
      in2_shifted <= in2_shifted << 1;
    end
  always @(posedge clk)
    if (rst || stage == 9) begin
	    accumulator <= 0;
    end
    else if (in1_shifted[0]) begin
      accumulator <= accumulator + in2_shifted;
    end
  assign out = accumulator;
endmodule
==> flow/run.sh <==
#!/bin/bash
# OpenROAD 26Q1-2900-gdf79404cd8, Yosys 0.63+post, stock flow scripts
make -C /OpenROAD-flow-scripts/flow DESIGN_CONFIG=/design/flow/config.mk WORK_HOME=/design/flow/orfs finish
==> flow/config.mk <==
export PLATFORM = sky130hd
export DESIGN_NAME = multiplier
export DESIGN_NICKNAME = multiplier
export VERILOG_FILES = /design/flow/design.v
export SDC_FILE = /design/flow/constraint.sdc
export NUM_CORES = 4
export LEC_CHECK = 1
export CORE_UTILIZATION = 30
==> flow/constraint.sdc <==
current_design multiplier

set clk_period 5.8
set clk_io_pct 0.2

create_clock -name clk0 -period $clk_period [get_ports {clk}]

set non_clock_inputs [all_inputs -no_clocks]
set_input_delay [expr $clk_period * $clk_io_pct] -clock clk0 $non_clock_inputs
set_output_delay [expr $clk_period * $clk_io_pct] -clock clk0 [all_outputs]
==> results.toml <==
# synthesis and place-and-route metrics
[setup_path]
reg2regPathDepth = 8
cp_slowest_stage_delay_ps = 450
path_depth = 5
crit_slowest_cell = "clkdlybuf4s50_1"
cp.arrival_ps = 2830
critPathBufInv = 1
critPathMaxFanout = 9
cp_top_family = "AND-OR/OR-AND gates"
critPathCaptureType = "flop"
cp.required_ps = 6040
critPathKind = "input port to flop"
crit_path_start_kind = "input port"
worstPathCellList = "clkdlybuf4s50_1 > a31oi_1 > nand2_1 > a2111oi_2 > nand2b_1"

[run]
drv_cap = 0
warning_count = 27

[final_timing]
maxSlewHeadroom_pct = 55.73
setup_violations = 0
tightest_slew_ps = 663.1
period_used_pct = 44.77
hold_viol = 0
hold_ws_ps = 450.9
slew_viol_final = 0
period_needed_ps = 2597
final.setup.tns_ps = 0
fin_skew_ps = 5.869
rsz0062_at_grt = "false"
timing.fmax_mhz = 385.1

[global_routing]
grt_pass1_vias = 1613
grt.total_usage_pct = 12.85
grt_max_degree = 23
grt_first_pass_wirelength_mm = 7.590
antenna_found_initial = 0
overflow = 0

[floorplanning]
die_w_um = 87.21
core-area_sq_um = 6907
chip_area_sq_um = 7606
std_cell_rows = 30
fp_util_pct = 31.54
fp.dieH_um = 87.21
io-pin-count = 34

[power_and_ir_drop]
powerDensity_nw_per_um2 = 225.2
comb_power_share_pct = 14.0
switching_share_pct = 24.87
power_leakage_nw = 1.051
internal_power_mw = 0.4593
power.net_switching_mw = 0.1521
ir_drop_mv = 0.1261
seq_power_share_pct = 54.3
clkPwrFrac_pct = 31.7

[layout]
area_growth_pct = 24.64
drive_gt1_share_pct = 6.985
final_cell_mix = "dfxtp_1 (44), clkdlybuf4s50_1 (33), nor2_1 (24), nand2_1 (22), ha_1 (18)"
lay_top_count = "dfxtp_1"

[clock_tree]
insertion_delay_ps = 290
cts_setup_buffers = 0
path_clk_slew_ps = 70
cts_sinks = 44
clock_tree.buffer_depth = 2
cts_tree = "built"
holdBufCountCts = 0
post_cts_resized = 0
cts_buffers = 5
cts_root_buf = "clkbuf_8"
htreeDepth = 2

[logic_synthesis]
synthCells = 234
ys_warn_count = 1
synth_seq_share_pct = 40.44
yosys-stat-cells = 234
ys_types = 41
avgSynthCellArea_sq_um = 9.309
synth-edff-count = 0
async_flop_share_pct = 0
ff_type = "dfxtp_1"
yosys-stat-area_sq_um = 2178
yosys_register_bits = 44
synth_area_sq_um = 2178

[placement]
dp_hpwl_mm = 3.269
place.gp.congestion = 0.8247
portBuffers = 33

[drt]
diodes = 0
drc = 0
wire_per_inst_um = 12.05
wirelength_mm = 4.434
vias_per_cell = 4.701
final_antenna_net_count = 0
drtIter0Drc = 84
drt_pass1_iterations = 4
num_vias = 1730

[outcome]
status = "completed"

[hold_path]
hold_class = "flop to flop"
holdPathStages = 1
metal layers:
layer	share of wire (%)	track usage, %	wire (um)
met1	51	19.41	2262
met2	44	20.11	1936
met3	4.2	2.500	186
met4	1.1	1.490	48
met5	0	0	0
logic make-up after synthesis:
logic type	count (synthesis)	synth area share [%]
adders and majority gates	19	11.26
AOI/OAI and AO/OA	64	22.57
buffers and inverters	15	2.584
DFF	44	40.44
muxes	8	3.676
xor gates and xnor gates	9	3.619
and+or+nand+nor	75	15.85
area by class of cell:
type,instances,area (sq um)
sequential,44,880.8
tap,96,120.1
inverter,10,37.54
multi-input combinational,175,1241
fill,715,4192
timing repair buffer,35,345.3
clock buffer,8,90.09
Yosys cell counts, types with 2 or more instances:
master	n	area (sq um)
nand2b_1	2	12.51
xnor2_1	6	52.55
and3_1	2	12.51
xor2_1	3	26.28
o31ai_1	2	15.01
clkbuf_1	4	15.01
nor3_1	5	25.02
mux2i_1	8	80.08
inv_1	9	33.78
dfxtp_1	44	880.8
and2_1	11	68.82
o21a_1	2	15.01
a22o_1	14	122.6
o211ai_1	3	22.52
nor2_1	24	90.09
a21oi_2	4	35.03
a31oi_1	3	18.77
o2111ai_1	2	17.52
nand3_1	6	30.03
o22ai_1	2	12.51
ha_1	18	225.2
a21oi_1	13	65.06
nand2_1	22	82.58
o21ai_0	6	30.03
a211oi_1	3	22.52
worst reg2reg max path: cells and delay by family, from the launching register on:
family                   cells  cell delay (ps)
AND/OR/NAND/NOR              1              130
AND-OR/OR-AND                5             1090
adder cells (fa/ha/maj)      2              650
flip-flops                   1              330
power groups by stage:
stage	registers, mW	clock network (mW)	logic (mW)
4_1_cts	0.332	0.204	0.0869
5_1_grt	0.334	0.218	0.0962
6_report	0.332	0.194	0.0856
worst paths after layout:
| path | from | end | slack (ps) |
|---|---|---|---|
| worst min register to register | in1_shifted[2] | in1_shifted[1] | 450 |
| worst max register to register | accumulator[0] | accumulator[12] | 3550 |
| worst max-delay path | rst | accumulator[12] | 3200 |
| worst min-delay path | in1_shifted[2] | in1_shifted[1] | 450 |
sequential cells by signal, indices dropped and copies added (netlist names):
signal,count
accumulator,16
in1_shifted,8
in2_shifted,16
stage,4
per-stage QoR:
step	util [%]	power, mW	setup WS [ps]	instances	instance area (sq um)
6_report	39.31	0.6114	3203	368	2715
5_1_grt	39.31	0.6482	3000	368	2715
4_1_cts	39.31	0.6232	3199	368	2715
3_5_place_dp	38.01	0.4254	2889	360	2625
3_3_place_gp	38.01	0.4246	2972	360	2625
2_1_floorplan	-	0.3913	3682	234	2178
Power is estimated from default activity; no workload was simulated.
