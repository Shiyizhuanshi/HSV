<file path="/design/flow/design.v">
module queue 
  #( parameter ADDR=5,  
     parameter DATA=42,  
     parameter Q_SIZE=32)  
   (
    input 		clk,  
    input 		rst,  
    input 		wen,  
    input 		ren,  
    input [DATA-1:0] 	wdata,  
    output [DATA-1:0] 	rdata,  
    output reg [ADDR:0] count,  
    output 		full,  
    output 		empty  
    );
   reg [ADDR-1:0] 	waddr;  
   reg [ADDR-1:0] 	raddr;  
   reg [DATA-1:0] 	data [Q_SIZE-1:0];  
   initial waddr = 0;
   always @(posedge clk or posedge rst) begin
      if (rst)
	waddr <= 0;
      else if (wen || (ren && empty))
	waddr <= waddr + 1;
   end
   initial raddr = 0;
   always @(posedge clk or posedge rst) begin
      if (rst)
	raddr <= 0;
      else if (ren || (wen && full))
	raddr <= raddr + 1;
   end
   initial count = 0;
   always @(posedge clk or posedge rst) begin
      if (rst)
        count <= 0;
      else if (wen && !ren && count < Q_SIZE)
        count <= count + 1;
      else if (ren && !wen && count > 0)
        count <= count - 1; 
   end
   always @(posedge clk)
     if (wen) data[waddr] <= wdata;
   assign rdata = data[raddr];
   assign full = count == Q_SIZE;
   assign empty = (count == 0) && ~rst;
endmodule
</file>
<file path="/design/flow/run.sh">
#!/bin/bash
# OpenROAD 26Q1-2900-gdf79404cd8, Yosys 0.63+post, stock flow scripts
make -C /OpenROAD-flow-scripts/flow DESIGN_CONFIG=/design/flow/config.mk WORK_HOME=/design/flow/orfs finish
</file>
<file path="/design/flow/config.mk">
export PLATFORM = sky130hd
export DESIGN_NAME = queue
export DESIGN_NICKNAME = queue
export VERILOG_FILES = /design/flow/design.v
export SDC_FILE = /design/flow/constraint.sdc
export NUM_CORES = 4
export LEC_CHECK = 1
export CORE_UTILIZATION = 30
</file>
<file path="/design/flow/constraint.sdc">
current_design queue

set clk_period 26.5
set clk_io_pct 0.2

create_clock -name clk0 -period $clk_period [get_ports {clk}]

set non_clock_inputs [all_inputs -no_clocks]
set_input_delay [expr $clk_period * $clk_io_pct] -clock clk0 $non_clock_inputs
set_output_delay [expr $clk_period * $clk_io_pct] -clock clk0 [all_outputs]
</file>
==> run_results.csv <==
group,metric,value,unit
detailed_routing,dr.first_iter.drc_count,1533,
power_and_ir_drop,vdd_drop_max,0.08056,mV
detailed_routing,diodes,0,
min_path,hp-class,"reg2reg",
layout,final_area,60600,um^2
detailed_routing,drt-total-wl,128.0,mm
min_path,hp-start,"count[4]$_DFFE_PP0P_",
floorplan,dieArea,174200,um^2
timing,final-setup-viol-count,0,
yosys,ys_seq_share,78.76,%
global_routing,grt_pass1_vias,27400,
power_and_ir_drop,p_per_area,103.6,nW/um^2
yosys,avgSynthCellArea,22.21,um^2
yosys,ys_async_sr_fraction,1.176,%
yosys,yosys-stat-area,51750,um^2
power_and_ir_drop,seq_power_share,41.6,%
cts,cts-resized-gates,0,
yosys,yosys.cell_types.count,51,
detailed_routing,vias,24800,
power_and_ir_drop,p_int,4.401,mW
timing,fin_crit_sh,44.51,%
power_and_ir_drop,netSwitchingPower,1.875,mW
setup_path,worstSetupPathType,"in2out",
cts,path_clk_slew,0.05,ns
yosys,ff_type,"edfxtp_1",
floorplan,die_h,417.3,um
setup_path,path_buffers,2,
layout,drive_gt1_share,23.07,%
place,pre_cts_ws,14.70,ns
cts,clockBufferDepth,3,
detailed_routing,drtPass1Iterations,5,
yosys,synth_cells,2330,
timing,timing.slew.headroom,34.46,%
status,outcome,"complete, no violations",
timing,worst_slack,14.70,ns
cts,worstSkewPairLatency,0.75,ns
global_routing,antenna_found_initial,2,
timing,hold_violations,0,
global_routing,grt_pass1_wl,186.0,mm
setup_path,regToRegStartpoint,"waddr[1]$_DFFE_PP0P_",
setup_path,critical_path.endpoint_type,"output pin",
place,io_buffers,95,
place,dpl.hpwl,67.37,mm
layout,mi_logic_area,10490,um^2
floorplan,io_pins,96,
floorplan,die_w,417.3,um
cts,ctsRootBufferMaster,"clkbuf_16",
yosys,edf_count,1344,
setup_path,critical_path.slowest_cell,"clkdlybuf4s50_1",
setup_path,crit_required,21.20,ns
yosys,topCellsByArea,"edfxtp_1, mux4_2, mux2i_1",
yosys,yosys_warnings,1,
global_routing,grt_max_degree,75,
yosys,top_cell_area_share,77.99,%
timing,tns,0,ns
yosys,yosysMostFrequentCell,"edfxtp_1",
cts,cts-hold-fix-buffers,0,
timing,skew,0.01457,ns
place,gp_congestion,0.7837,
yosys,ys_cells,2330,
setup_path,crit_arrival,6.50,ns
job,drv_cap,0,
timing,worst_pin_slew,0.9800,ns
detailed_routing,drc_errors,0,
layout,final_core_util,35.32,%
cts,h-tree-depth,4,
setup_path,critical_path.top_delay_family,"buffers and inverters",
timing,rsz0062_at_grt,"no",
floorplan,core_area,171500,um^2
global_routing,grt_use_total,15.87,%
timing,slew_violations,0,
cts,cts_inserted_buffers,141,
setup_path,cp_max_fo,3,
detailed_routing,wl_per_cell,25.74,um
setup_path,slowest_delay,0.50,ns
power_and_ir_drop,pwr-share-comb,27.7,%
floorplan,fp-utilization,30.17,%
yosys,yosys-top-cells-count,"edfxtp_1, mux4_2, mux2i_1",
setup_path,crit_path_frequent_cell,"clkdlybuf4s50_1",
floorplan,rows,152,
detailed_routing,ant_nets,0,
timing,max_clock_freq,84.78,MHz
cts,cts_sinks,1360,
yosys,ys_ff,1360,
layout,layout.area.seq,40770,um^2
global_routing,grt_remaining_overflow,0,
setup_path,start_kind,"primary input",
layout,n_fill_cell,15620,
cts,cts_setup_buffers,0,
yosys,top_area_cell,"edfxtp_1",
yosys,post_synth_instance_area,51750,um^2
cts,cts_tree,"built",
detailed_routing,viasPerCell,4.989,
setup_path,crit_path_cell_trace,"clkdlybuf4s50_1, nor4_1, clkdlybuf4s50_1",
power_and_ir_drop,power.share.switching,29.87,%
power_and_ir_drop,power_frac_clock,30.7,%
setup_path,critPathLaunch,"rst",
timing,period_minus_slack,11.80,ns
layout,area_growth,17.09,%
place,placed_area,56090,um^2
power_and_ir_drop,p_leak,18.91,nW
job,openroad.warnings,29,
## flip-flops by register name (all words and copies together), names as in the netlist
register / count
raddr: 5
count: 6
data: 1344
waddr: 5
## layer usage
layer	GRT usage, %	up-vias	routed length (um)
met3	12.26	176	21480
met5	0.5001	-	119
met4	2.692	4	2490
li1	-	10430	-
met2	24.13	1664	61280
met1	18.13	12530	42610
## worst reg2reg max path: cells and delay by family (launching register included)
family	cells	cell delay, ns
AND/OR/NAND/NOR	2	1.20
flip-flops	1	0.41
adder cells (fa/ha/maj)	1	0.14
buffers and inverters	3	1.10
## final cells by class
type / count / area share (%)
Clock inverter: 66 / 1.129
Timing Repair Buffer: 219 / 3.147
Multi-Input combinational cell: 824 / 17.32
Clock buffer: 185 / 6.304
Sequential cell: 1360 / 67.28
Tap cell: 2310 / 4.770
Inverter: 8 / 0.04956
## path summary, 6_finish.rpt
| kind | end | slack, ns | cells past startpoint |
|---|---|---|---|
| max | empty | 14.70 | 3 |
| min | count[4]$_DFFE_PP0P_ | 0.62 | 1 |
| max reg2reg | data[1][23]$_DFFE_PP_ | 23.27 | 6 |
| min reg2reg | count[4]$_DFFE_PP0P_ | 0.62 | 1 |
| max in group asynchronous | raddr[1]$_DFFE_PP0P_ | 21.28 | 3 |
| min in group asynchronous | count[0]$_DFFE_PP0P_ | 4.96 | 3 |
## cells by family after synthesis
logic type               synth area share, %
flip-flops                             78.76
multiplexers                           14.35
AND-OR/OR-AND                          4.321
buffers and inverters                  1.497
AND/OR/NAND/NOR                       0.6311
XOR/XNOR                              0.1862
adder cells (fa/ha/maj)               0.2563
## metrics by stage
stage	total power, mW	hold WS, ns	cells
3_5_place_dp	4.445	0.6052	4721
3_3_place_gp	4.435	0.5988	4721
4_1_cts	6.372	0.6141	4972
6_report	6.276	0.6179	4972
2_1_floorplan	3.709	0.5442	2330
5_1_grt	6.569	0.6295	4972
## layout by cell type, fill, tap and decap left out, types with 3 or more instances in the layout
cell type / synthesis / final
bufinv_16: 0 / 10
nor2_1: 37 / 4
o221ai_1: 82 / 82
mux2_2: 5 / 5
dfrtp_1: 16 / 12
a22oi_1: 123 / 123
buf_4: 40 / 122
mux2i_1: 167 / 167
ha_1: 9 / 9
mux4_2: 253 / 253
clkbuf_16: 0 / 146
inv_1: 7 / 7
clkinv_1: 1 / 29
nand3b_1: 4 / 4
clkdlybuf4s50_1: 0 / 95
clkinv_8: 0 / 5
clkbuf_1: 56 / 37
dfrtp_4: 0 / 3
clkinv_2: 0 / 13
a21oi_1: 87 / 87
edfxtp_1: 1344 / 1344
nor2_4: 0 / 33
nand2_1: 8 / 8
clkinvlp_4: 0 / 3
xnor2_1: 9 / 9
## power groups by stage
stage / clock network [mW] / registers [mW] / logic [mW]
CTS: 1.96 / 2.61 / 1.80
global route: 2.05 / 2.63 / 1.90
finish: 1.93 / 2.61 / 1.74
Power is estimated from default activity; no workload was simulated.
